## design.v

```verilog
`timescale 1ns / 1ps
 module mux_axi(
     input wire clk,
    input wire reset_n,
    input wire [7:0] s_axis_data_1,
    input wire s_axis_valid_1,
    output wire s_axis_ready_1,
    input wire s_axis_last_1,
    input wire [7:0] s_axis_data_2,
    input wire s_axis_valid_2,
    output wire s_axis_ready_2,
    input wire s_axis_last_2,
    output wire [7:0] m_axis_data,
    output wire m_axis_valid,
    input wire m_axis_ready,
    output wire m_axis_last,
    input wire sel
);
  reg [7:0] m_axis_data_w = 8'b0; ;
  reg s_axis_ready_reg1;
  reg s_axis_ready_reg2;
  reg m_axis_valid_reg;
  reg tlast_reg;
always @(posedge clk) begin
    if (reset_n) begin
        m_axis_data_w <= 8'b0;
        tlast_reg <= 1'b0;
        m_axis_valid_reg <= 1'b0;
    end else begin
        if (sel) begin
            if (s_axis_valid_2 && s_axis_ready_2) begin
                m_axis_data_w <= s_axis_data_2;
                m_axis_valid_reg <= s_axis_valid_2;
                tlast_reg <= s_axis_last_2;   
        end else begin
                m_axis_data_w <= 0;
                m_axis_valid_reg <= 0;
              end
           end else begin
                if (s_axis_valid_1 && s_axis_ready_1) begin    
                m_axis_data_w <= s_axis_data_1;
                m_axis_valid_reg <= s_axis_valid_1;
                tlast_reg <= s_axis_last_1;   
            end
            else
            begin
              m_axis_data_w <= 0;
              m_axis_valid_reg <= 0;
           end
         end
          end
     end
       always @(posedge clk) begin
         if(reset_n)
          begin
            s_axis_ready_reg1 <= 8'b0;
            s_axis_ready_reg2 <= 8'b0;
           end
           else
           begin
           if(!sel)begin
           s_axis_ready_reg1 <= m_axis_ready;
           end
           else begin
           s_axis_ready_reg2 <= m_axis_ready;
           end
           end
       end
         assign m_axis_data =  (s_axis_ready_reg1 || s_axis_ready_reg2)? m_axis_data_w:0;
         assign s_axis_ready_1 = s_axis_ready_reg1;
         assign s_axis_ready_2 = s_axis_ready_reg2;
         assign m_axis_valid = m_axis_valid_reg;
         assign m_axis_last = tlast_reg;
endmodule
```

## run.sh

```bash
#!/bin/bash
# OpenROAD 26Q1-2900-gdf79404cd8, Yosys 0.63+post, stock flow scripts
make -C /OpenROAD-flow-scripts/flow DESIGN_CONFIG=/design/flow/config.mk WORK_HOME=/design/flow/orfs finish
```

## config.mk

```make
export PLATFORM = sky130hd
export DESIGN_NAME = mux_axi
export DESIGN_NICKNAME = mux_axi
export VERILOG_FILES = /design/flow/design.v
export SDC_FILE = /design/flow/constraint.sdc
export NUM_CORES = 4
export LEC_CHECK = 1
export CORE_AREA = 10 10 70 70
export DIE_AREA = 0 0 80 80
```

## constraint.sdc

```tcl
current_design mux_axi

set clk_period 1.3
set clk_io_pct 0.2

create_clock -name clk0 -period $clk_period [get_ports {clk}]

set non_clock_inputs [all_inputs -no_clocks]
set_input_delay [expr $clk_period * $clk_io_pct] -clock clk0 $non_clock_inputs
set_output_delay [expr $clk_period * $clk_io_pct] -clock clk0 [all_outputs]
```

==> results.yml <==
# physical design summary
status:
  status: "completed"
die:
  fp.dieW_microns: 80
  coreArea_sq_mm: 0.00342
  dieArea_sq_mm: 0.00640
  die_h_microns: 80
  floorplan.core_util: 0.146
  rows: 21
  pin_count: 36
placement:
  routabilityCongestion: 0.700
  portBuffers: 35
  hpwlAfterDp_microns: 1470
  place_area_sq_um: 956
routing:
  vias: 551
  viasPerCell: 3.75
  drtIter0Drc: 11
  drc: 0
  ant_nets: 0
  firstDrtPassIters: 4
  routed_wl_microns: 1700
  wl_per_cell_microns: 11.6
  n_antenna_cell: 0
synth:
  ys_seq_elements: 12
  synthFlopType: "dfxtp_1"
  ys_seq_share: 0.481
  yosys-top-cells-count: "13 x nor2_1, 12 x dfxtp_1, 8 x a22oi_1, 8 x nor2b_1, 3 x mux2i_1"
  topCellsByArea: "dfxtp_1 48%, a22oi_1 12%, nor2b_1 10%"
  ys_cells: 52
  synth-edff-count: 0
  ys_chip_area_sq_um: 499
  synth_area_leader_cell: "dfxtp_1"
  most_common_cell: "nor2_1"
  avgSynthCellArea_sq_um: 9.60
  netlist_instances: 52
  ys_types: 11
  synth_area_sq_um: 499
  yosys_warnings: 1
  top_cell_area_share: 0.481
  ys_async_sr_fraction: 0
global_route:
  grt_pass1_wl_microns: 2650
  track_usage: 0.0530
  grt_pass1_vias: 587
  grt_util_met1: 0.0550
  grt-ovfl-total: 0
  grtUsageMet2: 0.0931
  met3_usage: 0.0330
  grt.busiest_layer: "met2"
  grt_max_degree: 13
  antenna_found_initial: 0
worst_setup_path:
  end_kind: "output pin"
  crit_arrival_ps: 990
  worstSetupStartpointType: "flop"
  critPathKind: "flop to output pin"
  cp_max_fo: 4
  crit_required_ps: 1040
clock_tree:
  cts_root_buffer: "clkbuf_4"
  cts_buffers: 3
  cts_max_path_buffers: 2
  cts_tree: "done"
  worstSkewPairLatency_ps: 260
  clkTransAtPathRegs_ps: 70
  cts.sinks: 12
  h-tree-depth: 1
  cts_hold_buffers: 0
final_layout:
  layout-drive-gt1-share: 0.337
  nFillCells: 371
  area_delta_synth_final_pct: 101
  regArea_sq_um: 244
  logic_area_sq_um: 245
  final_core_util: 0.293
  design_area_sq_mm: 0.00100
  largest_reg_flops: 8
  regMostFlops: "m_axis_data_w"
timing:
  fin_skew_ps: 3.54
  hold_violations: 0
  min_period_over_period: 0.965
  slew_viol_final: 0
  period_minus_slack_ps: 1250
  fmax_mhz: 797
  setup_viol: 0
  relSlewSlack: 0.892
  rsz0062_at_grt: "yes"
  tightestPinTransition_ps: 158
power:
  sw_frac_of_total: 0.196
  p_int_w: 0.000662
  power_frac_clock: 0.338
  combPwrFrac: 0.196
  p_seq_frac: 0.466
  p_leak_nw: 0.437
  power_switching_w: 0.000162
  power_density_mw_per_mm2: 823
  ir_drop_uv: 413
run:
  warnings: 26
  max-cap-violations: 0
min_path:
  hold_class: "primary input to flop"
-- logic make-up (layout without fill, tap and decap cells) --
family | Yosys count | count (layout) | synth area share
compound gates | 9 | 9 | 0.135
mux | 3 | 3 | 0.0602
buf+inv | 3 | 52 | 0.0526
simple gates | 25 | 25 | 0.271
flops | 12 | 12 | 0.481
-- critical path, stage by stage (launching register included) --
cell     delay, ps
dfxtp_2        340
nor2_4         120
buf_6          120
nor2b_1         40
buf_2          110
-- metal layers --
metal	vias up	wire length, microns
met1	254	688
met3	0	167
met4	0	0
met5	-	0
met2	22	847
li1	275	-
-- layout make-up --
class | instances | area share
sequential | 12 | 0.244
tap | 46 | 0.0575
timing repair buffer | 48 | 0.418
clock buffer | 4 | 0.0363
multi-input combinational | 37 | 0.245
-- repair_timing --
| action | CTS | global route |
|---|---|---|
| endpoints found under the setup margin | 12 | 8 |
| pin swaps | 1 | 0 |
| buffers inserted | 4 | 0 |
| resized | 37 | 2 |
-- metrics by stage --
step / TNS (ps) / hold WS [ps] / worst slack, ps / instances / total power [W]
CTS: 0 / 616 / 14.4 / 147 / 0.000838
global route: -233 / 617 / -49.0 / 147 / 0.000871
floorplan: 0 / 329 / 361 / 52 / 0.000425
global placement: -2000 / 557 / -168 / 140 / 0.000538
detailed placement: -2080 / 562 / -180 / 140 / 0.000540
finish: 0 / 620 / 45.3 / 147 / 0.000824
-- cell usage in the layout (no fill, tap or decap), drive strengths merged --
| cell | Yosys | layout |
|---|---|---|
| clkdlybuf4s50 | 0 | 23 |
| buf | 2 | 21 |
| nor2 | 13 | 13 |
| dfxtp | 12 | 12 |
| a22oi | 8 | 8 |
| nor2b | 8 | 8 |
| dlygate4sd2 | 0 | 4 |
| clkbuf | 1 | 4 |
| mux2i | 3 | 3 |
| nor3 | 2 | 2 |
| and3 | 1 | 1 |
| and3b | 1 | 1 |
| o21a | 1 | 1 |
-- power groups by stage --
stage | sequential (W) | combinational (W) | clock, W
after CTS | 0.000384 | 0.000162 | 0.000291
after global routing | 0.000386 | 0.000175 | 0.000310
final | 0.000384 | 0.000161 | 0.000279
-- worst paths after layout --
| check | start | end | slack (ps) | depth (start not counted) |
|---|---|---|---|---|
| setup / recovery | s_axis_ready_reg1 | m_axis_data[5] | 50 | 4 |
| hold / removal | s_axis_data_1[1] | m_axis_data_w[1] | 620 | 3 |
| setup reg to reg | s_axis_ready_reg1 | m_axis_data_w[7] | 60 | 6 |
| hold reg to reg | s_axis_ready_reg2 | s_axis_ready_reg2 | 620 | 3 |
Power figures rest on the tool's default switching activity, not on a simulated workload.
